$ cat design/flow/run.sh
#!/bin/bash
# OpenROAD 26Q1-2900-gdf79404cd8, Yosys 0.63+post, stock flow scripts
make -C /OpenROAD-flow-scripts/flow DESIGN_CONFIG=/design/flow/config.mk WORK_HOME=/design/flow/orfs finish
$ cat design/flow/config.mk
export PLATFORM = sky130hd
export DESIGN_NAME = top_module
export DESIGN_NICKNAME = top_module
export VERILOG_FILES = /design/flow/design.v
export SDC_FILE = /design/flow/constraint.sdc
export NUM_CORES = 4
export LEC_CHECK = 1
export CORE_AREA = 10 10 71 71
export DIE_AREA = 0 0 81 81
$ cat design/flow/constraint.sdc
current_design top_module

set clk_period 2.1
set clk_io_pct 0.2

create_clock -name clk0 -period $clk_period [get_ports {clk}]

set non_clock_inputs [all_inputs -no_clocks]
set_input_delay [expr $clk_period * $clk_io_pct] -clock clk0 $non_clock_inputs
set_output_delay [expr $clk_period * $clk_io_pct] -clock clk0 [all_outputs]
$ cat design/flow/design.v
module top_module (
    input clk,
    input reset,       
    output [13:0] q);
    always@(posedge clk)
        begin
            if(reset == 1)
                begin
                    q<=4'b0;
                end
            else
                begin
                    q<=q+1;
                end
        end
endmodule
==> design notes <==
The run finished with clean final reports. The arithmetic-cell share of the synthesized area counting full adders, half adders and majority gates works out to 2.12%. Data arrival time at the worst-slack endpoint: 1.23 ns.

The worst-case reg-to-reg setup slack stands at 0.49 ns. Per Yosys stat, the portion of area used by sequential elements is 47.5%. The die height works out to 81 um. For hold timing, the worst endpoint is q[0]$_SDFF_PP0_. The clock root buffer is clkbuf_8. The routed design shows a via density per instance of 4.09.

STA shows the worst reg2reg path with a cell count of 4. The logs give 1100 um for the detailed placement HPWL and 4.28% for the global-route usage over all layers. Looking at the clock tree report, the maximum root-to-sink buffer count equals 2. The number of distinct standard cells referenced by the synthesized netlist was 20.

Data on the critical path is required at its endpoint by 1.68 ns. The worst register-to-register path ends at q[10]$_SDFF_PP0_. The logs give 0 for the post-CTS setup buffer count and 65 for the gate count of the mapped netlist.

The number of clock sinks came to 14. Clock tree synthesis inserted a total of 3 buffers. The run gives 15 for the number of buffers added on ports. In the final layout, the share of cells above drive strength 1 is 8.33%. Per the skew report, the later register of the worst-skew pair sees a clock latency of 0.24 ns. The residual overflow from global routing was 0; the fmax was 608 MHz.

The number of nets still failing antenna checks after routing was 0; the time the final worst path needs with I/O delays and setup was 1.65 ns. On the worst path, the slowest cell contributes a delay of 0.53 ns. The share of cell area taken by muxes after synthesis came out at 1.91%. The slowest stage of the critical path is the clkdlybuf4s50_1 cell. The tools report the startpoint kind of the worst setup timing path as a flip-flop. The transition time recorded at the tightest slew-check pin is 0.284 ns. After Yosys synthesis, AND-OR and OR-AND compound gates account for 15.3% of the synthesized area.

The floorplan step set the die width to 81 um. In this run the worst path has a maximum fanout of 6. With the maximum vdd ir drop at 0.196 mV, the simple-gate share of the synthesized area is 27.5%. The first TritonRoute pass finished after 4 iterations. Dividing the detail-routed wire length by the instance count gives 11.0 um. The logs give 0.00656 sq mm for the overall chip area and 1450 um for the final wirelength. For reference, XOR and XNOR gates occupy 4.45% of the area reported after synthesis.

The number of flip-flops under the largest register name works out to 14. The script parses the final routing iteration and logs DRC violations as 0. The number of warnings reported in the stage logs is 25.

Yosys reports a chip area of 591 sq um. The largest clock skew in the final design is 0.000565 ns. The number of top-level design ports came out at 16. The max-capacitance violation count came out at 0. With the final cycle utilization of the critical path at 78.3%, the number of buffers inserted by hold repair at cts is 0. Per the final report, max-transition violations number 0. TritonCTS built the clock tree. The run gives 652 mW/mm^2 for the areal power density over the cells. The worst path buffer plus inverter count is 1. Of the combinational cells, the family taking the most area is simple AND/OR/NAND/NOR gates. The register bank with the most flops was q.

The via count of the first global-routing pass is 482, and the violation tally from detailed-route iteration zero is 58. The largest net degree at the start of global routing came out at 14. The run gives 3 for the number of warning messages in the yosys log.

With the synthesized flop and latch total at 14, the setup TNS is 0 ns. The tools report the placer's final routability congestion estimate as 0.702. The worst setup path is captured at an output pin.

The layout overhead on the synthesized area is 45.6%. For reference, the most critical setup path is categorized as flip-flop to output pin. Measured against its own limit, the worst slew margin works out to 81.0%.

After clock tree synthesis, the repair step resized 0 gates. The first global-routing pass estimated 2260 um of wire. The leakage power of the design is 0.266 nW. OpenSTA, run right after detailed placement, puts the worst setup slack at 0.494 ns. For reference, the clock transition at the flip-flops on the worst setup and hold paths is 0.06 ns. The final hold violation count recorded for this run is 0.

The largest registers in the layout are q x14. Walking the worst path, the cells encountered are clkdlybuf4s50_1. The synthesized netlist occupies a cell area of 591 sq um. Setup repair after global routing left no endpoint under its margin.

The placement stage leaves a total instance area of 805 sq um. The startpoint identified for the worst register-to-register timing path is q[0]$_SDFF_PP0_. The worst hold path stage count works out to 1. Among cell families on the critical path, the largest total delay comes from buffers and inverters. The run gives 860 sq um as the finished layout cell area. For the initial antenna violation count, the log shows 0. The last timing report of the flow puts the setup violation total at 0.

The average cell area after synthesis came out at 9.09 sq um. The path class of the tightest hold or removal check is flip-flop to flip-flop. With the H-tree depth at 1, the floorplan utilization is 16.3%. Antenna repair during routing inserted a diode count of 0. Per the OpenROAD floorplan log, the area of the core is 0.00363 sq mm.

Total design power: 0.561 mW. For reference, the placement row count at floorplan is 22. According to the timing report, the critical path is launched from q[2]$_SDFF_PP0_.

The synthesized netlist was found by Yosys to have 65 cells. Detailed routing inserted a total of 540 vias. The worst hold path begins at q[0]$_SDFF_PP0_. The run gives 0.455 ns as the minimum setup slack in the final design.
[metrics by stage]
step / util [%] / instances / hold WS [ns]
finish: 23.7 / 132 / 0.489
global route: 23.7 / 132 / 0.520
CTS: 23.7 / 132 / 0.499
detailed placement: 22.1 / 128 / 0.484
global placement: 22.1 / 128 / 0.468
floorplan: - / 65 / 0.441
[placed cells by master (no fill, tap or decap), drive strengths merged]
cell type      instances
a21oi                  8
buf                    1
clkbuf                 4
clkdlybuf4s50         15
dfxtp                 14
ha                     1
inv                    1
mux2                   1
nand2                  4
nand3                  5
nand4                  3
nor2                   5
nor2b                  2
nor4                   1
o21ai                  4
o31ai                  4
or3                    4
or4                    4
xnor2                  1
xor2                   2
[Yosys cell counts]
| cell | number | share of area, % |
|---|---|---|
| nor2b_1 | 2 | 2.1 |
| nor4_1 | 1 | 1.1 |
| clkbuf_1 | 1 | 0.63 |
| o21ai_1 | 4 | 3.4 |
| inv_1 | 1 | 0.63 |
| nand3_1 | 4 | 3.4 |
| ha_1 | 1 | 2.1 |
| or4_1 | 4 | 5.1 |
| mux2_1 | 1 | 1.9 |
| o31ai_1 | 4 | 5.1 |
| nand4_1 | 2 | 2.1 |
| nand4_2 | 1 | 2.1 |
| or3_1 | 4 | 4.2 |
| nand3_2 | 1 | 1.7 |
| a21oi_1 | 8 | 6.8 |
| nor2_1 | 5 | 3.2 |
| dfxtp_1 | 14 | 47 |
| xor2_1 | 2 | 3.0 |
| xnor2_1 | 1 | 1.5 |
| nand2_1 | 4 | 2.5 |
[power breakdown]
group,switching (mW),leakage [nW],internal (mW),total [mW]
registers,0.00703,0.113,0.271,0.278
clock network,0.0925,0.0288,0.166,0.258
logic,0.00941,0.124,0.0152,0.0246
[final cells by class]
cell class,count,area [sq um]
clock buffers,4,55.1
fillers,408,2770
inverters,1,3.75
multi-input cells,49,303
flip-flops and latches,14,280
well taps,48,60.1
repair buffers,16,158
[worst max-delay path by stage]
stage / to / cells after the start
4_1_cts: q[2] / 1
5_1_grt: q[12]$_SDFF_PP0_ / 4
6_report: q[2] / 1
[logic make-up after synthesis]
kind of cell,count (synthesis)
xor gates and xnor gates,3
muxes,1
buffers and inverters,2
adders and majority gates,1
and+or+nand+nor,28
DFF,14
AOI/OAI and AO/OA,16
[metal layers]
metal	GRT usage, %	up-vias	wire length, um
met1	5.26	242	647
li1	-	280	-
met5	0	-	0
met2	6.45	16	598
met4	0.519	0	13
met3	2.67	2	186
Power is estimated from default activity; no workload was simulated.
