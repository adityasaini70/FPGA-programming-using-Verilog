==> design/flow/design.v <==
`timescale 1ns / 1ps
module Decoder(
input clk, input [3:0] Row, output reg [3:0] Col, output reg [3:0] DecodeOut
    );
    reg [19:0] sclk = 0;
    always@(posedge clk) begin
        if(sclk == 20'b0011000011010100000) begin
            Col <= 4'b0111;
            sclk <= sclk + 1'b1;
         end  
         else if(sclk == 20'b0011000011010101000) begin
            if(Row == 4'b0111) begin
                DecodeOut <= 4'b0001;  
            end
            if(Row == 4'b1011) begin
                DecodeOut <= 4'b0100;  
            end
            if(Row == 4'b1101) begin
                DecodeOut <= 4'b0111;  
            end
            if(Row == 4'b1110) begin
                DecodeOut <= 4'b0000;  
            end
            sclk <= sclk + 1'b1;
         end
         else if(sclk == 20'b00110000110101000000) begin
            Col <= 4'b1011;
            sclk <= sclk + 1'b1;
         end
         else if(sclk == 20'b00110000110101001000) begin
            if(Row == 4'b0111) begin
                DecodeOut <= 4'b0010;  
            end
            if(Row == 4'b1011) begin
                DecodeOut <= 4'b0101;  
            end
            if(Row == 4'b1101) begin
                DecodeOut <= 4'b1000;  
            end
            if(Row == 4'b1110) begin
                DecodeOut <= 4'b1111;  
            end
            sclk <= sclk + 1'b1;
         end
         else if(sclk == 20'b1001001001111100000) begin
            Col <= 4'b1101;
            sclk <= sclk + 1'b1;
         end
         else if(sclk == 20'b1001001001111101000) begin
            if(Row == 4'b0111) begin
                DecodeOut <= 4'b0011;  
            end
            if(Row == 4'b1011) begin
                DecodeOut <= 4'b0110;  
            end
            if(Row == 4'b1101) begin
                DecodeOut <= 4'b1001;  
            end
            if(Row == 4'b1110) begin
                DecodeOut <= 4'b1110;  
            end
            sclk <= sclk + 1'b1;
         end
         else if(sclk == 20'b1100001101010000000) begin
            Col <= 4'b1110;
            sclk <= sclk + 1'b1;
         end
         else if(sclk == 20'b1100001101010001000) begin
            if(Row == 4'b0111) begin
                DecodeOut <= 4'b1010;  
            end
            if(Row == 4'b1011) begin
                DecodeOut <= 4'b1011;  
            end
            if(Row == 4'b1101) begin
                DecodeOut <= 4'b1100;  
            end
            if(Row == 4'b1110) begin
                DecodeOut <= 4'b1101;  
            end
            sclk <= sclk + 1'b1;
         end
         else
             sclk <= sclk + 1'b1;
      end
endmodule
==> design/flow/run.sh <==
#!/bin/bash
# OpenROAD 26Q1-2900-gdf79404cd8, Yosys 0.63+post, stock flow scripts
make -C /OpenROAD-flow-scripts/flow DESIGN_CONFIG=/design/flow/config.mk WORK_HOME=/design/flow/orfs finish
==> design/flow/config.mk <==
export PLATFORM = sky130hd
export DESIGN_NAME = Decoder
export DESIGN_NICKNAME = Decoder
export VERILOG_FILES = /design/flow/design.v
export SDC_FILE = /design/flow/constraint.sdc
export NUM_CORES = 4
export LEC_CHECK = 1
export CORE_AREA = 10 10 109 109
export DIE_AREA = 0 0 119 119
==> design/flow/constraint.sdc <==
current_design Decoder

set clk_period 3.4
set clk_io_pct 0.2

create_clock -name clk0 -period $clk_period [get_ports {clk}]

set non_clock_inputs [all_inputs -no_clocks]
set_input_delay [expr $clk_period * $clk_io_pct] -clock clk0 $non_clock_inputs
set_output_delay [expr $clk_period * $clk_io_pct] -clock clk0 [all_outputs]
==> job_summary.md <==
## Synthesis and layout report

| Metric | Value |
|---|---|
| CTS Hold Buffers Added | 0 |
| Number of ports placed on the die boundary | 13 |
| Synth-to-layout area growth | 22.7% |
| Vias in the first global route | 1055 |
| CTS tree | built |
| Worst R2R Start | sclk[13] |
| Final critical delay including setup and external delays | approximately 2.2 ns |
| Share of the yosys chip area belonging to registers | 0.413 |
| Post-layout period usage of the worst path | 0.650 |
| Hold WC Path Type | flop to flop |
| Critical path capture point | DecodeOut[3] |
| Final design instance area without fill | 0.00179 mm² |
| Post-placement cell area | 0.00171 mm² |
| Unique cell types | 40 |
| Launch point of the worst path | Row[2] |
| Status | completed |
| Critical Path Fanout Max | 7 |
| Maximum clock rate | 0.452 GHz |
| Reg2Reg Setup Slack | 1.23 ns |
| Min-Delay Startpoint | sclk[0] |
| Total of cells resized after clock tree synthesis | 0 |
| Power density normalized to cell area | 353 mW/mm² |
| OpenROAD warning count | 26 |
| Leading area contributor after synthesis | dfxtp_1 |
| Largest vdd supply drop | between 0.15 and 0.2 mV |
| Crit path DAT | 2.13 ns |
| H-tree depth | 1 |
| Worst Reg2Reg Path Length in Cells | 5 |
| Fill cells | roughly 1100 |
| Clk buf depth | 2 |
| Core Util at FP | 0.151 |
| Final worst clock skew | about 0.0065 ns |
| Source-to-sink clock delay at the later pin of the worst-skew pair | 0.27 ns |
| Setup violations, final | 0 |
| Synth Warn # | 1 |
| Number of antenna violations at the first check in global routing | 0 |
| Count of buffers inserted at the top-level ports | 12 |
| Leakage power of the design | 0.574 nW |
| Critical register-to-register path endpoint | DecodeOut[3] |
| Sink Count | 28 |
| Routed via count divided by cell count | 3.81 |
| Via Count | 1144 |
| Wire length reported by the detailed router | 2920 µm |
| Pin count of the biggest net entering global routing | 17 |
| Die Area | 0.0142 mm² |
| Violation count after the first detailed-routing iteration | 52 |
| Cell types with the largest area share after synthesis | dfxtp_1 (33%), xnor2_1 (8.4%), edfxtp_1 (8.3%) |
| Critical path type | input pin to flop |
| Netlist area before placement | 0.00146 mm² |
| Post-synthesis instance total | 157 |
| Proportion of layout cells with a drive suffix above 1 | 0.0659 |
| GR Util All Layers | 0.0400 |
| Required time of the critical path | 3.32 ns |
| Clock transition at the registers of the reported paths | approximately 0.10 ns |
| Count of maximum capacitance violations | 0 |
| Final number of hold-violating endpoints | 0 |
| Remaining Overflow, GRT | 0 |
| Post-synthesis sequential element count | 28 |
| Number of detailed-routing iterations run before antenna repair | 4 |
| Max Slew Vio Count | 0 |
| Synthesized chip area reported by yosys | 0.00146 mm² |
| Final routed DRC violation total | 0 |
| Antenna cell count | 0 |
| Final standard cell utilization of the core | 0.185 |
| Unrepaired setup endpoints after global routing | no |
| Post-synthesis cell count from yosys | ~160 |
| Half-perimeter wire length of the detailed placement result | about 2200 µm |
| Final TNS setup | 0 ns |
| Endpoint type of the worst setup path | flop |
| Site Rows | 36 |
| Average detailed-routed wire length per instance | 9.72 µm |
| Horizontal die dimension | 119 µm |
| Worst slew slack as a fraction of its limit | 0.614 |
| RePlAce Congestion | between 0.8 and 0.9 |
| Post-CTS setup repair buffer count | 0 |
| Buffer type at the clock tree root | clkbuf_8 |
| Mean area per synthesized cell | 9.27 µm² |
| Antenna-violating nets left | 0 |
| Slew of the pin with the lowest slew margin | 0.576 ns |
| First-pass GRT wire length | between 4000 and 5000 µm |
| Chip Height | 119 µm |
| Type of origin of the critical path | input pin |
| Inserted Clock Buffers | 3 |
| Placeable core region | around 0.0096 mm² |
| Share of Yosys cell area claimed by the top area cell type | 0.330 |
==> metal layers <==
layer  track usage  wire (µm)
met2        0.0626       1270
met1        0.0540       1480
met4       0.00840         70
met5             0          0
met3        0.0115        101
==> worst max-delay path, stage by stage <==
cell and delay [ns]:
clkdlybuf4s50_1 0.63, xnor2_1 0.11, a21oi_1 0.15, a21oi_1 0.08
a211oi_1 0.48
==> cells by family (layout without fill, tap and decap cells) <==
group,after synthesis,in the layout,synth area share
simple gates,75,75,0.316
flops,28,28,0.413
xor+xnor,23,23,0.138
compound gates,17,17,0.0774
buf+inv,11,21,0.0318
fa+ha+maj,2,2,0.0172
mux,1,1,0.00688
==> area by class of cell <==
type / instances / area [µm²] / area share
Clock buffer: 3 / 41.3 / 0.0231
Multi-Input combinational cell: 118 / 808 / 0.453
Clock inverter: 1 / 30.0 / 0.0168
Inverter: 5 / 18.8 / 0.0105
Sequential cell: 28 / 601 / 0.336
Tap cell: 133 / 166 / 0.0932
Timing Repair Buffer: 12 / 120 / 0.0673
==> per-stage QoR <==
stage	hold slack, ns	total power, mW	instances	setup slack, ns
final	0.445	0.631	300	1.19
after global routing	0.458	0.657	300	0.986
after CTS	0.444	0.639	300	1.18
after detailed placement	0.422	0.379	296	0.882
after global placement	0.413	0.378	296	0.955
after floorplan	0.399	0.361	157	1.42
==> power by group <==
group	internal, mW	leakage (nW)	switching, mW	total (mW)
sequential	0.341	0.234	0.00106	0.342
clock	0.158	0.0357	0.103	0.261
combinational	0.0176	0.305	0.0111	0.0288
==> synth_stat cells, drive strengths merged <==
library cell  count
nor4              3
a22oi             1
clkinv            1
a311oi            2
nand2b            1
o21ai             2
o31a              1
ha                2
o22ai             2
and4b             1
a211oi            1
nand2            10
xnor2            14
a31oi             2
inv               4
and3              4
a21oi             6
nor2b             3
mux2i             1
nor3              2
nand3            10
buf               4
xor2              9
nor3b             3
nand4            10
or4               2
nand4b            2
and2              4
nor2             14
nor4bb            2
edfxtp            4
clkbuf            2
and4              4
dfxtp            24
==> state kept, by name, indices dropped and copies added (netlist names) <==
| name | flops |
|---|---|
| Col | 4 |
| DecodeOut | 4 |
| sclk | 20 |
==> cell usage in the layout (no fill, tap or decap), drive strengths merged, types with 3 or more instances in the layout <==
master | Yosys | routed
and2 | 4 | 4
nor2 | 14 | 14
inv | 4 | 4
xor2 | 9 | 9
edfxtp | 4 | 4
nor2b | 3 | 3
nand4 | 10 | 10
dfxtp | 24 | 24
a21oi | 6 | 6
and4 | 4 | 4
nand3 | 10 | 10
xnor2 | 14 | 14
clkbuf | 2 | 3
nor3b | 3 | 3
clkdlybuf4s50 | 0 | 12
nand2 | 10 | 10
nor4 | 3 | 3
and3 | 4 | 4
==> worst min path at each step <==
stage | endpoint | cells past startpoint
4_1_cts | sclk[0] | 1
5_1_grt | sclk[0] | 1
6_report | sclk[0] | 1
Power and IR drop assume default switching activity.
